===== flow/config.mk =====
export PLATFORM = sky130hd
export DESIGN_NAME = cla16
export DESIGN_NICKNAME = cla16
export VERILOG_FILES = /design/flow/design.v
export SDC_FILE = /design/flow/constraint.sdc
export NUM_CORES = 4
export LEC_CHECK = 1
export CORE_AREA = 10 10 70 70
export DIE_AREA = 0 0 80 80

===== flow/constraint.sdc =====
current_design cla16

set clk_period 6.2
set clk_io_pct 0.2

create_clock -name clk0 -period $clk_period

set non_clock_inputs [all_inputs -no_clocks]
set_input_delay [expr $clk_period * $clk_io_pct] -clock clk0 $non_clock_inputs
set_output_delay [expr $clk_period * $clk_io_pct] -clock clk0 [all_outputs]

===== flow/design.v =====
module cla16(inA, inB, cIn, sum, cOut);
input [15:0] inA, inB;
input cIn;
output [15:0] sum;
output cOut;
wire carry1, carry2, carry3, carry4;
cla4 b1( .inA(inA[3:0]), .inB(inB[3:0]), .cIn(cIn), .sum(sum[3:0]), .c0(carry1));
cla4 b2( .inA(inA[7:4]), .inB(inB[7:4]), .cIn(carry1), .sum(sum[7:4]), .c0(carry2));
cla4 b3( .inA(inA[11:8]), .inB(inB[11:8]), .cIn(carry2), .sum(sum[11:8]), .c0(carry3));
cla4 b4( .inA(inA[15:12]), .inB(inB[15:12]), .cIn(carry3), .sum(sum[15:12]), .c0(cOut));
endmodule
module cla4(inA, inB, cIn, sum, c0);
input [3:0] inA;
input [3:0] inB;
input cIn;
output [3:0] sum;
output c0;
wire [3:0] gen, propogate;
wire [3:0] carry;
pfa p1( .inA(inA[0]), .inB(inB[0]), .gen(gen[0]), .propogate(propogate[0]) );
pfa p2( .inA(inA[1]), .inB(inB[1]), .gen(gen[1]), .propogate(propogate[1]));
pfa p3( .inA(inA[2]), .inB(inB[2]), .gen(gen[2]), .propogate(propogate[2]));
pfa p4( .inA(inA[3]), .inB(inB[3]), .gen(gen[3]), .propogate(propogate[3]));
assign carry[0] = (cIn & propogate[0]) | (gen[0]) ;
assign carry[1] = (cIn & propogate[0] & propogate[1]) | (gen[0] & propogate[1]) | gen[1];
assign carry[2] = gen[2] | (propogate[2] & gen[1]) | (propogate[2] & propogate[1] & gen[0]) | (propogate[2] & propogate[1] & propogate[0] & cIn);
assign c0 =  (cIn & propogate[0] & propogate[1] & propogate[2] & propogate[3]) | (gen[0] & propogate[3] & propogate[2] & propogate[1]) | (gen[1] & propogate[3] & propogate[2]) | (propogate[3] & gen[2]) | gen[3];
assign sum[0] = inA[0] ^ inB[0] ^ cIn;
assign sum[1] = inA[1] ^ inB[1] ^ carry[0];
assign sum[2] = inA[2] ^ inB[2] ^ carry[1];
assign sum[3] = inA[3] ^ inB[3] ^ carry[2];
endmodule
module pfa (inA, inB, gen, propogate);
input inA;
input inB;
output gen;
output propogate;
assign propogate = inA | inB;
assign gen = inA & inB;
endmodule

===== flow/run.sh =====
#!/bin/bash
# OpenROAD 26Q1-2900-gdf79404cd8, Yosys 0.63+post, stock flow scripts
make -C /OpenROAD-flow-scripts/flow DESIGN_CONFIG=/design/flow/config.mk WORK_HOME=/design/flow/orfs finish

==> flow_summary.json <==
{
  "yosys-stat-cells": 146,
  "cp_cell_sequence": "clkdlybuf4s50_1, inv_1, ha_1, or4b_1, and3_4, a211oi_1, nor3_1, fa_1, xnor2_1, clkdlybuf4s50_1",
  "setup-tns-final_ns": 0,
  "finalWeightedCongestion": 0.780,
  "critPathKind": "input port to output port",
  "tightest_slew_ns": 0.656,
  "largest_area_cell": "ha_1",
  "ir_worst_vdd_uv": 33.6,
  "cp_max_fo": 4,
  "crit_slowest_cell": "clkdlybuf4s50_1",
  "grt_pass1_wl_mm": 4.29,
  "vias_per_cell": 4.24,
  "port_buffers": 50,
  "setup_slack_ns": 0.780,
  "cap_viol_max_count": 0,
  "die_h_um": 80,
  "routedWlPerCell_um": 10.1,
  "synth_warnings": 0,
  "dp_cells": 242,
  "yosysTopAreaCellShare_pct": 36.4,
  "fp_util_pct": 32.2,
  "antenna_found_initial": 0,
  "track_usage_pct": 7.68,
  "fp.dieW_um": 80,
  "slew-limit-headroom_pct": 56.0,
  "ant_nets": 0,
  "finalSetupViolations": 0,
  "ys_chip_area_mm2": 0.00110,
  "netlist_instances": 146,
  "flop_area_um2": 0,
  "dr.first_iter.drc_count": 22,
  "outcome": "complete, no violations",
  "drive_gt1_share_pct": 2.04,
  "powerDensity_mw_per_mm2": 86.0,
  "cp.arrival_ns": 4.18,
  "holdPathStages": 5,
  "fmax_mhz": 184,
  "fillerInstances": 342,
  "wl_mm": 2.45,
  "slowest_delay_ns": 0.53,
  "tool_warnings": 52,
  "core_mm2": 0.00342,
  "core.rowCount": 21,
  "p_leak_nw": 0.833,
  "final.min_clock_period_ns": 5.42,
  "endpoint_kind": "output port",
  "syn-cell-area_mm2": 0.00110,
  "gr-total-overflow": 0,
  "syn_area_per_cell_um2": 7.54,
  "final_cells": 242,
  "seq_cell_count": 0,
  "first_pass_iters": 2,
  "clock_buffers": 0,
  "whs_endpoint": "sum[1]",
  "finalClockPeriodUsage_pct": 87.4,
  "min_from": "inB[1]",
  "rsz0062_at_grt": "no",
  "hold_class": "input port to output port",
  "start_kind": "input port",
  "postCtsSetupBuffers": 0,
  "synth.area.top_cells": "ha_1 36%, inv_1 14%, fa_1 7.3%",
  "area_growth_pct": 50.7,
  "crit_required_ns": 4.96,
  "cpMostUsedCell": "clkdlybuf4s50_1",
  "place_ws_ns": 0.753,
  "drcViolationCount": 0,
  "grt_pass1_vias": 1080,
  "cts_resized": 0,
  "n_antenna_cell": 0,
  "slew_violations": 0,
  "grt_max_degree": 8,
  "dieArea_mm2": 0.00640,
  "ys_seq_share_pct": 0,
  "hold_viol": 0,
  "cts_hold_buf": 0,
  "vias": 1026,
  "ioPinCount": 50,
  "netlist-cell-type-count": 33,
  "hpwlAfterDp_mm": 2.29
}
## cell usage in the layout (no fill, tap or decap)
master / instances
xnor2_1: 5
ha_1: 32
inv_1: 40
nor4_1: 1
nor2b_1: 4
o31ai_1: 1
or4b_1: 1
a31oi_1: 1
o21ai_1: 2
o31a_1: 1
clkdlybuf4s50_1: 50
and4b_4: 1
o21ba_1: 1
nor2_1: 12
o21ai_0: 2
nor3_1: 3
and3_4: 1
o41ai_1: 1
nor3b_1: 3
fa_1: 4
xor2_1: 5
a22oi_1: 1
a21oi_1: 7
a221oi_1: 1
nand2b_1: 3
o211ai_1: 1
nand3_1: 1
nor3_2: 1
a2111oi_4: 1
or2_1: 1
a211o_1: 2
nand4_1: 1
nand2_1: 4
a211oi_1: 1
## cell type report
type               count  area, µm²  area share [%]
inverters             40        150            9.05
multi-input cells    106        951            57.3
well taps             46       57.6            3.47
repair buffers        50        500            30.2
## worst max-delay path: cells and delay by family
kind	cells	cell delay, ns
buf+inv	3	1.07
xor+xnor	1	0.14
simple gates	3	0.82
fa+ha+maj	2	0.60
compound gates	1	0.30
## cells by family (layout without fill, tap and decap cells)
logic type / after synthesis / count (layout) / share of synthesized area (%)
buffers and inverters: 40 / 90 / 13.6
and+or+nand+nor: 37 / 37 / 19.1
adders and majority gates: 36 / 36 / 43.6
AOI/OAI and AO/OA: 23 / 23 / 15.7
xor gates and xnor gates: 10 / 10 / 7.95
## synthesized netlist by cell type, types with 3 or more instances
cell type  count
xor2_1         5
nor2_1        12
fa_1           4
nand2_1        4
xnor2_1        5
nor3b_1        3
nor2b_1        4
ha_1          32
nand2b_1       3
a21oi_1        7
inv_1         40
nor3_1         3
## power breakdown
group	internal [W]	switching, W
Sequential	0	0
Clock	0	0
Combinational	0.0000919	0.0000508
Total	0.0000919	0.0000508
## metrics by stage
stage          util (%)  total power, W  hold WS (ns)  instance area, µm²
2_1_floorplan         -       0.0000625          2.58                1100
3_5_place_dp       48.6        0.000145          3.56                1660
4_1_cts            48.6        0.000147          3.57                1660
3_3_place_gp       48.6        0.000145          3.56                1660
6_report           48.6        0.000143          3.55                1660
5_1_grt            48.6        0.000163          3.61                1660
## routing by layer
metal	global-route usage, %	vias to the layer above	share of wire (%)	wire [µm]
met5	0	-	0	0
met4	0	0	0	0
met3	2.50	0	8.7	212
met2	13.6	24	47	1160
met1	9.29	434	44	1080
li1	-	568	-	-
## how the worst max path moves through the flow
stage	from	depth (start not counted)	to
final	inA[4]	10	sum[13]
after global routing	inA[4]	11	sum[13]
after CTS	inA[4]	10	sum[13]
Power and IR drop assume default switching activity.
